**flow/run.sh**
```bash
#!/bin/bash
# OpenROAD 26Q1-2900-gdf79404cd8, Yosys 0.63+post, stock flow scripts
make -C /OpenROAD-flow-scripts/flow DESIGN_CONFIG=/design/flow/config.mk WORK_HOME=/design/flow/orfs finish
```
**flow/config.mk**
```make
export PLATFORM = sky130hd
export DESIGN_NAME = fpu
export DESIGN_NICKNAME = fpu
export VERILOG_FILES = /design/flow/design.v
export SDC_FILE = /design/flow/constraint.sdc
export NUM_CORES = 4
export LEC_CHECK = 1
export CORE_UTILIZATION = 50
```
**flow/constraint.sdc**
```tcl
current_design fpu

set clk_period 32.7
set clk_io_pct 0.2

create_clock -name clk0 -period $clk_period

set non_clock_inputs [all_inputs -no_clocks]
set_input_delay [expr $clk_period * $clk_io_pct] -clock clk0 $non_clock_inputs
set_output_delay [expr $clk_period * $clk_io_pct] -clock clk0 [all_outputs]
```
**flow/design.v**
```verilog
module fp_add #(
    parameter EXP_WIDTH  = 8,
    parameter FRAC_WIDTH = 7
) (
    input logic op1_sign,
    input logic op2_sign,
    input logic [EXP_WIDTH-1:0] op1_exp,
    input logic [EXP_WIDTH-1:0] op2_exp,
    input logic [FRAC_WIDTH-1:0] op1_frac,
    input logic [FRAC_WIDTH-1:0] op2_frac,
    output logic op3_sign,
    output logic [EXP_WIDTH-1:0] op3_exp,
    output logic [FRAC_WIDTH-1:0] op3_frac,
    output logic overflow
);
  logic [EXP_WIDTH-1:0] exp_aligned, exp_diff;
  logic [FRAC_WIDTH:0] frac1_aligned, frac2_aligned;
  logic [  FRAC_WIDTH+1:0] frac_sum;
  logic [2*FRAC_WIDTH+1:0] frac_sub;
  logic same_sign, frac_add_overflow;
  logic [$clog2(FRAC_WIDTH+2)-1:0] clz_count;
  always @(*) begin
    if (op1_exp > op2_exp) begin
      exp_diff = op1_exp - op2_exp;
      exp_aligned = op1_exp;
      frac1_aligned = {1'b1, op1_frac};
      frac2_aligned = {1'b1, op2_frac} >> exp_diff;
    end else begin
      exp_diff = op2_exp - op1_exp;
      exp_aligned = op2_exp;
      frac1_aligned = {1'b1, op1_frac} >> exp_diff;
      frac2_aligned = {1'b1, op2_frac};
    end
  end
  assign same_sign = (op1_sign == op2_sign);
  always @(*) begin
    if (same_sign) begin
      frac_sum = frac1_aligned + frac2_aligned;
      op3_sign = op1_sign;
    end else begin
      if (frac1_aligned > frac2_aligned) begin
        frac_sum = frac1_aligned - frac2_aligned;
        op3_sign = op1_sign;
      end else begin
        frac_sum = frac2_aligned - frac1_aligned;
        op3_sign = op2_sign;
      end
    end
  end
  clz_for_frac #(
      .N(FRAC_WIDTH + 2)
  ) u_frac_clz (
      .data (frac_sum),
      .count(clz_count)
  );
  assign frac_add_overflow = frac_sum[FRAC_WIDTH+1];
  always @(*) begin
    if (same_sign) begin
      op3_frac = frac_add_overflow ? frac_sum[FRAC_WIDTH:1] : frac_sum[FRAC_WIDTH-1:0];
      op3_exp  = frac_add_overflow ? exp_aligned + 1 : exp_aligned;
    end else begin   
      if (~|frac_sum) begin
        op3_frac = {FRAC_WIDTH{1'b0}};
        op3_exp  = exp_aligned + 1;
      end else begin
        frac_sub = {frac_sum << clz_count};
        op3_frac = frac_sub[FRAC_WIDTH-1:0];
        op3_exp  = exp_aligned + clz_count;
      end
    end
  end
endmodule
module clz_for_frac #(
    parameter N = 32
) (
    input wire [N-1:0] data,
    output reg [$clog2(N)-1:0] count
);
  integer i;
  always @(*) begin
    count = 0;
    for (i = N - 1; i >= 0; i = i - 1) begin
      if (data[i] == 1'b0) count = count + 1;
      else count = count;
    end
  end
endmodule
module fp_mul #(
    parameter int EXP_WIDTH  = 8,   
    parameter int FRAC_WIDTH = 7    
) (
    input logic op1_sign,
    input logic op2_sign,
    input logic [EXP_WIDTH-1:0] op1_exp,
    input logic [EXP_WIDTH-1:0] op2_exp,
    input logic [FRAC_WIDTH-1:0] op1_frac,
    input logic [FRAC_WIDTH-1:0] op2_frac,
    output logic op3_sign,
    output logic [EXP_WIDTH-1:0] op3_exp,
    output logic [FRAC_WIDTH-1:0] op3_frac,
    output logic overflow
);
  logic [EXP_WIDTH:0] adder_res;   
  logic [EXP_WIDTH-1:0] adder_out;
  logic mul_carry_in;
  logic [(2*(FRAC_WIDTH+1))-1:0] mul_tmp;   
  logic [FRAC_WIDTH:0] mul_norm_res;   
  logic mult_by_zero;
  localparam EXP_ZEROS = {(EXP_WIDTH) {1'b0}}, EXP_ONES = {(EXP_WIDTH) {1'b1}};
  localparam FRAC_ZEROS = {(FRAC_WIDTH) {1'b0}};
  assign adder_res = {1'b0, op1_exp} + {1'b0, op2_exp} - (2 ** (EXP_WIDTH - 1) - 1);
  assign overflow = adder_res[EXP_WIDTH];   
  assign adder_out = (mul_carry_in) ? (adder_res[EXP_WIDTH-1:0] + 1) : adder_res[EXP_WIDTH-1:0];
  assign mul_tmp = {1'b1, op1_frac} * {1'b1, op2_frac};
  assign mul_carry_in = mul_tmp[2*FRAC_WIDTH+1];   
  assign mul_norm_res = (mul_carry_in) ? mul_tmp[2*FRAC_WIDTH:FRAC_WIDTH] : mul_tmp[2*FRAC_WIDTH-1:FRAC_WIDTH-1];
  assign op3_sign = op1_sign ^ op2_sign;
  assign op3_exp = (mult_by_zero) ? EXP_ZEROS : (overflow) ? EXP_ONES : adder_out;
  assign op3_frac = (mult_by_zero) ? FRAC_ZEROS : mul_norm_res[FRAC_WIDTH:1]  ;
  assign mult_by_zero = ((op1_exp == {EXP_WIDTH{1'b0}}) && (op1_frac == {FRAC_WIDTH{1'b0}})) || ((op2_exp == {EXP_WIDTH{1'b0}}) && (op2_frac == {FRAC_WIDTH{1'b0}}));
endmodule
module fpu (
    input logic clk,
    input logic rst,
    input logic [4-1:0] mode_i,
    input logic [16-1:0] in1_i,
    input logic [16-1:0] in2_i,
    output logic [16-1:0] out_o,
    output logic overflow_o
);
  localparam EXP_WIDTH = 8, FRAC_WIDTH = 7;
  logic [4-1:0] mode_r;
  logic [16-1:0] in1_r;
  logic [16-1:0] in2_r;
  logic [16-1:0] out_r;
  logic overflow_r;
  logic add_op1_sign, add_op2_sign, sub_op1_sign, sub_op2_sign;
  logic mul_op1_sign, mul_op2_sign, div_op1_sign, div_op2_sign;
  logic [EXP_WIDTH-1:0] add_op1_exp, add_op2_exp, sub_op1_exp, sub_op2_exp;
  logic [EXP_WIDTH-1:0] mul_op1_exp, mul_op2_exp, div_op1_exp, div_op2_exp;
  logic [FRAC_WIDTH-1:0] add_op1_frac, add_op2_frac, sub_op1_frac, sub_op2_frac;
  logic [FRAC_WIDTH-1:0] mul_op1_frac, mul_op2_frac, div_op1_frac, div_op2_frac;
  logic add_op3_sign, sub_op3_sign, mul_op3_sign, div_op3_sign;
  logic [EXP_WIDTH-1:0] add_op3_exp, sub_op3_exp, mul_op3_exp, div_op3_exp;
  logic [FRAC_WIDTH-1:0] add_op3_frac, sub_op3_frac, mul_op3_frac, div_op3_frac;
  logic add_overflow, sub_overflow, mul_overflow, div_overflow;
  op_mux #(
      .EXP_WIDTH (EXP_WIDTH),
      .FRAC_WIDTH(FRAC_WIDTH)
  ) u_op_mux (
      .mode_i(mode_r),
      .in1_i(in1_r),
      .in2_i(in2_r),
      .out_o(out_r),
      .overflow_o(overflow_r),
      .add_op1_sign_o(add_op1_sign),
      .add_op2_sign_o(add_op2_sign),
      .add_op1_exp_o(add_op1_exp),
      .add_op2_exp_o(add_op2_exp),
      .add_op1_frac_o(add_op1_frac),
      .add_op2_frac_o(add_op2_frac),
      .add_op3_sign_i(add_op3_sign),
      .add_op3_exp_i(add_op3_exp),
      .add_op3_frac_i(add_op3_frac),
      .add_overflow_i(add_overflow),
      .sub_op1_sign_o(sub_op1_sign),
      .sub_op2_sign_o(sub_op2_sign),
      .sub_op1_exp_o(sub_op1_exp),
      .sub_op2_exp_o(sub_op2_exp),
      .sub_op1_frac_o(sub_op1_frac),
      .sub_op2_frac_o(sub_op2_frac),
      .sub_op3_sign_i(sub_op3_sign),
      .sub_op3_exp_i(sub_op3_exp),
      .sub_op3_frac_i(sub_op3_frac),
      .sub_overflow_i(sub_overflow),
      .mul_op1_sign_o(mul_op1_sign),
      .mul_op2_sign_o(mul_op2_sign),
      .mul_op1_exp_o(mul_op1_exp),
      .mul_op2_exp_o(mul_op2_exp),
      .mul_op1_frac_o(mul_op1_frac),
      .mul_op2_frac_o(mul_op2_frac),
      .mul_op3_sign_i(mul_op3_sign),
      .mul_op3_exp_i(mul_op3_exp),
      .mul_op3_frac_i(mul_op3_frac),
      .mul_overflow_i(mul_overflow),
      .div_op1_sign_o(div_op1_sign),
      .div_op2_sign_o(div_op2_sign),
      .div_op1_exp_o(div_op1_exp),
      .div_op2_exp_o(div_op2_exp),
      .div_op1_frac_o(div_op1_frac),
      .div_op2_frac_o(div_op2_frac),
      .div_op3_sign_i(div_op3_sign),
      .div_op3_exp_i(div_op3_exp),
      .div_op3_frac_i(div_op3_frac),
      .div_overflow_i(div_overflow)
  );
  fp_add #(
      .EXP_WIDTH (EXP_WIDTH),
      .FRAC_WIDTH(FRAC_WIDTH)
  ) u_add (
      .op1_sign(add_op1_sign),
      .op2_sign(add_op2_sign),
      .op1_exp (add_op1_exp),
      .op2_exp (add_op2_exp),
      .op1_frac(add_op1_frac),
      .op2_frac(add_op2_frac),
      .op3_sign(add_op3_sign),
      .op3_exp (add_op3_exp),
      .op3_frac(add_op3_frac),
      .overflow(add_overflow)
  );
  fp_mul #(
      .EXP_WIDTH (EXP_WIDTH),
      .FRAC_WIDTH(FRAC_WIDTH)
  ) u_mul (
      .op1_sign(mul_op1_sign),
      .op2_sign(mul_op2_sign),
      .op1_exp (mul_op1_exp),
      .op2_exp (mul_op2_exp),
      .op1_frac(mul_op1_frac),
      .op2_frac(mul_op2_frac),
      .op3_sign(mul_op3_sign),
      .op3_exp (mul_op3_exp),
      .op3_frac(mul_op3_frac),
      .overflow(mul_overflow)
  );
  always @(clk) begin
    if (rst) begin
      mode_r <= 0;
      in1_r  <= 0;
      in2_r  <= 0;
    end else begin
      mode_r <= mode_i;
      in1_r  <= in1_i;
      in2_r  <= in2_i;
    end
  end
  assign out_o = out_r;
  assign overflow_o = overflow_r;
endmodule
module op_mux #(
    parameter EXP_WIDTH  = 8,
    parameter FRAC_WIDTH = 7
) (
    input logic [4-1:0] mode_i,
    input logic [16-1:0] in1_i,
    input logic [16-1:0] in2_i,
    output logic [16-1:0] out_o,
    output logic overflow_o,
    output logic add_op1_sign_o,
    output logic add_op2_sign_o,
    output logic [EXP_WIDTH-1:0] add_op1_exp_o,
    output logic [EXP_WIDTH-1:0] add_op2_exp_o,
    output logic [FRAC_WIDTH-1:0] add_op1_frac_o,
    output logic [FRAC_WIDTH-1:0] add_op2_frac_o,
    input logic add_op3_sign_i,
    input logic [EXP_WIDTH-1:0] add_op3_exp_i,
    input logic [FRAC_WIDTH-1:0] add_op3_frac_i,
    input logic add_overflow_i,
    output logic sub_op1_sign_o,
    output logic sub_op2_sign_o,
    output logic [EXP_WIDTH-1:0] sub_op1_exp_o,
    output logic [EXP_WIDTH-1:0] sub_op2_exp_o,
    output logic [FRAC_WIDTH-1:0] sub_op1_frac_o,
    output logic [FRAC_WIDTH-1:0] sub_op2_frac_o,
    input logic sub_op3_sign_i,
    input logic [EXP_WIDTH-1:0] sub_op3_exp_i,
    input logic [FRAC_WIDTH-1:0] sub_op3_frac_i,
    input logic sub_overflow_i,
    output logic mul_op1_sign_o,
    output logic mul_op2_sign_o,
    output logic [EXP_WIDTH-1:0] mul_op1_exp_o,
    output logic [EXP_WIDTH-1:0] mul_op2_exp_o,
    output logic [FRAC_WIDTH-1:0] mul_op1_frac_o,
    output logic [FRAC_WIDTH-1:0] mul_op2_frac_o,
    input logic mul_op3_sign_i,
    input logic [EXP_WIDTH-1:0] mul_op3_exp_i,
    input logic [FRAC_WIDTH-1:0] mul_op3_frac_i,
    input logic mul_overflow_i,
    output logic div_op1_sign_o,
    output logic div_op2_sign_o,
    output logic [EXP_WIDTH-1:0] div_op1_exp_o,
    output logic [EXP_WIDTH-1:0] div_op2_exp_o,
    output logic [FRAC_WIDTH-1:0] div_op1_frac_o,
    output logic [FRAC_WIDTH-1:0] div_op2_frac_o,
    input logic div_op3_sign_i,
    input logic [EXP_WIDTH-1:0] div_op3_exp_i,
    input logic [FRAC_WIDTH-1:0] div_op3_frac_i,
    input logic div_overflow_i
);
  always @(*) begin
    {add_op1_sign_o, add_op1_exp_o, add_op1_frac_o} = {1'b0, {EXP_WIDTH{1'b0}}, {FRAC_WIDTH{1'b0}}};
    {add_op2_sign_o, add_op2_exp_o, add_op2_frac_o} = {1'b0, {EXP_WIDTH{1'b0}}, {FRAC_WIDTH{1'b0}}};
    {sub_op1_sign_o, sub_op1_exp_o, sub_op1_frac_o} = {1'b0, {EXP_WIDTH{1'b0}}, {FRAC_WIDTH{1'b0}}};
    {sub_op2_sign_o, sub_op2_exp_o, sub_op2_frac_o} = {1'b0, {EXP_WIDTH{1'b0}}, {FRAC_WIDTH{1'b0}}};
    {mul_op1_sign_o, mul_op1_exp_o, mul_op1_frac_o} = {1'b0, {EXP_WIDTH{1'b0}}, {FRAC_WIDTH{1'b0}}};
    {mul_op2_sign_o, mul_op2_exp_o, mul_op2_frac_o} = {1'b0, {EXP_WIDTH{1'b0}}, {FRAC_WIDTH{1'b0}}};
    {div_op1_sign_o, div_op1_exp_o, div_op1_frac_o} = {1'b0, {EXP_WIDTH{1'b0}}, {FRAC_WIDTH{1'b0}}};
    {div_op2_sign_o, div_op2_exp_o, div_op2_frac_o} = {1'b0, {EXP_WIDTH{1'b0}}, {FRAC_WIDTH{1'b0}}};
    {out_o, overflow_o} = {{16{1'b0}}, 1'b0};
    case (mode_i)
      4'b0001: begin
        {add_op1_sign_o, add_op1_exp_o, add_op1_frac_o} = in1_i;
        {add_op2_sign_o, add_op2_exp_o, add_op2_frac_o} = in2_i;
        {out_o, overflow_o} = {add_op3_sign_i, add_op3_exp_i, add_op3_frac_i, add_overflow_i};
      end
      4'b0010: begin
        {sub_op1_sign_o, sub_op1_exp_o, sub_op1_frac_o} = in1_i;
        {sub_op2_sign_o, sub_op2_exp_o, sub_op2_frac_o} = in2_i;
        {out_o, overflow_o} = {sub_op3_sign_i, sub_op3_exp_i, sub_op3_frac_i, sub_overflow_i};
      end
      4'b0100: begin
        {mul_op1_sign_o, mul_op1_exp_o, mul_op1_frac_o} = in1_i;
        {mul_op2_sign_o, mul_op2_exp_o, mul_op2_frac_o} = in2_i;
        {out_o, overflow_o} = {mul_op3_sign_i, mul_op3_exp_i, mul_op3_frac_i, mul_overflow_i};
      end
      4'b1000: begin
        {div_op1_sign_o, div_op1_exp_o, div_op1_frac_o} = in1_i;
        {div_op2_sign_o, div_op2_exp_o, div_op2_frac_o} = in2_i;
        {out_o, overflow_o} = {div_op3_sign_i, div_op3_exp_i, div_op3_frac_i, div_overflow_i};
      end
      default: ;
    endcase
  end
endmodule
```
==> Flow_metrics.wiki <==
== Metrics ==
{| class="wikitable"
! Metric !! Value
|-
| Warnings from Yosys || 39
|-
| Residual DRC || 0
|-
| Total Negative Setup Slacks || 0 ps
|-
| Maximum fanout along the worst path || 34
|-
| Worst Tran Pin Value || 914 ps
|-
| Overflow left after global routing || 0
|-
| Total detailed-routing wirelength || 21.9 mm
|-
| Via total after detailed routing || 7566
|-
| Die Wd || about 130 um
|-
| Met2 GRT Util || 0.444
|-
| Vertical die size || 126 um
|-
| Total die area || ~16000 um^2
|-
| Post-CTS Repair Setup Buffers || 0
|-
| Largest stage delay, worst path || 720 ps
|-
| Signal arrival time at the worst endpoint || 22170 ps
|-
| Global-route wire length before repair || 36.4 mm
|-
| Critical path destination || out_o[13]
|-
| N_diodes || 0
|-
| Proportion of layout cells with a drive suffix above 1 || 0.0759
|-
| Flip-flop and latch count || 0
|-
| Iteration count of the initial detailed-routing pass || 23
|-
| Number of setup violations in the final report || 0
|-
| Synthesized area divided by synthesized cell count || 7.15 um^2
|-
| Most repeated cell in the gate-level netlist after synthesis || sky130_fd_sc_hd__inv_1
|-
| Max-area cell share || 0.164
|-
| Start point of the critical path || rst
|-
| Most area-hungry cell type in the Yosys netlist || sky130_fd_sc_hd__ha_1
|-
| Post-Synthesis Cells || 1069
|-
| Worst IR Drop VDD || 0.277 mV
|-
| Vias per cell || roughly 6
|-
| Fill cell count || 1438
|-
| Clock Buffer Count || 0
|-
| Synth Seq Share || 0
|-
| Floorplan core area || between 10000 and 15000 um^2
|-
| Run status || completed
|-
| Count of final hold-check violations || 0
|-
| Chip Area, Yosys || approximately 7600 um^2
|-
| Sequential cell area in the final layout || 0 um^2
|-
| Initial antenna violation count || 0
|-
| Max Transition Viols Final || 0
|-
| Required @ worst endpoint || 26160 ps
|-
| GRT Resource Usage Total || 0.289
|-
| Main area contributors || sky130_fd_sc_hd__ha_1 (16%), sky130_fd_sc_hd__fa_1 (10%), sky130_fd_sc_hd__inv_1 (5.7%)
|-
| Util after Layout || 0.563
|-
| P per Cell Area || 82.8 nW/um^2
|-
| RSZ-0062 raised after global routing || false
|-
| WL/cell || 17.3 um
|-
| OpenROAD warnings || 58
|-
| Period utilisation layout || 0.878
|-
| Post-CTS Hold Fix Bufs || 0
|-
| Library cell appearing most often on the critical path || sky130_fd_sc_hd__ha_1
|-
| Final critical path time including I/O delays and setup || roughly 29000 ps
|-
| Static leakage || 3.94 nW
|-
| Number of design-rule violations left by the first detailed-router iteration || around 560
|-
| Core utilization at floorplan || 0.518
|-
| Placed wire-length estimate || 17.4 mm
|-
| Placer's final routability congestion estimate || 0.932
|-
| # IOs || 55
|-
| Worst Path Class, Setup || in -> out
|-
| Kind of start point of the critical path || input pin
|-
| Number of maximum-capacitance constraint violations || 0
|-
| Syn Std Cell Area || 7650 um^2
|-
| Maximum number of pins on one net before global-route repair || 72
|-
| Layer with the highest usage after global routing || met1
|-
| Global routing met1 resource utilization || 0.447
|-
| Cells resized by post-CTS repair || 0
|-
| Standard cell with the maximum stage delay on the critical path || sky130_fd_sc_hd__xnor2_1
|-
| Number of rows created at floorplan || 44
|-
| Area growth from synthesis to layout || 8.66%
|-
| Area of placed instances || 8310 um^2
|-
| Met3 usage || 0.0307
|-
| Via count of the first global-routing pass || 7050
|-
| Critical path endpoint category || primary output
|-
| Top achievable clock speed || 34.8 MHz
|-
| Most frequent cells after synthesis || sky130_fd_sc_hd__inv_1 (117), sky130_fd_sc_hd__nand2_1 (102), sky130_fd_sc_hd__ha_1 (100)
|-
| Path type of the worst min-delay path || in -> out
|-
| Remaining max-slew budget at the tightest pin || 0.386
|-
| Number of nets with antenna violations after detailed routing || 0
|-
| Number of cell instances after yosys synthesis || 1069
|-
| Design area || ~8300 um^2
|-
| Number of I/O port buffers || 54
|-
| Synth cell types || 95
|}
-- area by class of cell --
cell class	instances	area [um^2]	share of cell area
Inverter	118	443	0.0533
Multi-Input combinational cell	895	7000	0.842
Tap cell	184	230	0.0277
Timing Repair Buffer	67	638	0.0768
-- per-stage QoR --
stage	cells	total power, mW	hold slack (ps)	worst slack (ps)
floorplan	1069	0.563	13150	6850
global placement	1264	0.684	14150	4030
detailed placement	1264	0.683	14150	4130
CTS	1264	0.689	14150	4030
global route	1264	0.766	14190	2760
finish	1264	0.688	14140	3990
-- power breakdown --
| group | switching, mW | leakage, nW | internal [mW] | total, mW |
|---|---|---|---|---|
| logic | 0.391 | 3.94 | 0.297 | 0.688 |
| clock network | 0 | 0 | 0 | 0 |
| registers | 0 | 0 | 0 | 0 |
| total | 0.391 | 3.94 | 0.297 | 0.688 |
-- layer usage --
layer,vias to the layer above,share of wire
li1,3834,-
met1,3462,0.49
met2,243,0.44
met3,27,0.055
met4,0,0.015
met5,-,0
-- worst max-delay path, delay by kind of cell --
kind                     cells  cell delay (ps)
AND-OR/OR-AND               18             4630
XOR/XNOR                     5             1870
adder cells (fa/ha/maj)      7             2570
buffers and inverters        8             2270
multiplexers                 2              620
AND/OR/NAND/NOR             18             3640
-- worst min path at each step --
stage                        to  cells after the start  startpoint  slack [ps]
after global routing  out_o[15]                      3   in1_i[15]       14190
after CTS             out_o[15]                      3   in1_i[15]       14150
final                 out_o[15]                      3   in1_i[15]       14140
-- cell usage in the layout, fill, tap and decap left out, types with 10 or more instances in the layout --
| master | n |
|---|---|
| sky130_fd_sc_hd__a31oi_1 | 11 |
| sky130_fd_sc_hd__nor2b_1 | 11 |
| sky130_fd_sc_hd__mux2i_1 | 24 |
| sky130_fd_sc_hd__nand2_1 | 102 |
| sky130_fd_sc_hd__nand3_1 | 40 |
| sky130_fd_sc_hd__nor3_1 | 23 |
| sky130_fd_sc_hd__a21o_1 | 18 |
| sky130_fd_sc_hd__a21oi_1 | 50 |
| sky130_fd_sc_hd__o21bai_1 | 16 |
| sky130_fd_sc_hd__and3_1 | 41 |
| sky130_fd_sc_hd__o211ai_1 | 13 |
| sky130_fd_sc_hd__a31o_2 | 15 |
| sky130_fd_sc_hd__and2_1 | 19 |
| sky130_fd_sc_hd__or2_2 | 10 |
| sky130_fd_sc_hd__clkdlybuf4s50_1 | 54 |
| sky130_fd_sc_hd__inv_1 | 117 |
| sky130_fd_sc_hd__xnor2_1 | 29 |
| sky130_fd_sc_hd__o22ai_1 | 12 |
| sky130_fd_sc_hd__fa_1 | 40 |
| sky130_fd_sc_hd__nor2_1 | 88 |
| sky130_fd_sc_hd__buf_4 | 13 |
| sky130_fd_sc_hd__o21ai_0 | 35 |
| sky130_fd_sc_hd__xor2_1 | 16 |
| sky130_fd_sc_hd__ha_1 | 100 |
| sky130_fd_sc_hd__or3_1 | 11 |
| sky130_fd_sc_hd__o31ai_1 | 13 |
-- kinds of logic (layout without fill, tap and decap cells) --
family	Yosys count	after routing	share of synthesized area
compound gates	269	269	0.256
simple gates	404	404	0.273
buf+inv	174	185	0.0866
mux	29	29	0.0403
fa+ha+maj	140	140	0.268
xor+xnor	53	53	0.0759
Power and IR drop assume default switching activity.
